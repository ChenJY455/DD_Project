### /design/flow/run.sh
#!/bin/bash
# OpenROAD 26Q1-2900-gdf79404cd8, Yosys 0.63+post, stock flow scripts
make -C /OpenROAD-flow-scripts/flow DESIGN_CONFIG=/design/flow/config.mk WORK_HOME=/design/flow/orfs finish
### /design/flow/config.mk
export PLATFORM = sky130hd
export DESIGN_NAME = Sseg_Dev
export DESIGN_NICKNAME = Sseg_Dev
export VERILOG_FILES = /design/flow/design.v
export SDC_FILE = /design/flow/constraint.sdc
export NUM_CORES = 4
export LEC_CHECK = 1
export CORE_UTILIZATION = 40
### /design/flow/constraint.sdc
current_design Sseg_Dev

set clk_period 2.3
set clk_io_pct 0.2

create_clock -name clk0 -period $clk_period [get_ports {clk}]

set non_clock_inputs [all_inputs -no_clocks]
set_input_delay [expr $clk_period * $clk_io_pct] -clock clk0 $non_clock_inputs
set_output_delay [expr $clk_period * $clk_io_pct] -clock clk0 [all_outputs]
### /design/flow/design.v
module HexsTo8Seg(
    input [31:0] hexs,
    input [7:0] points,
    input [7:0] LEs,
    output [63:0] seg_data
);
    HexToSeg HTS0(.hex(hexs[31:28]), .LE(LEs[7]), .point(points[7]), .segment(seg_data[7:0]));  
    HexToSeg HTS1(.hex(hexs[27:24]), .LE(LEs[6]), .point(points[6]), .segment(seg_data[15:8])); 
    HexToSeg HTS2(.hex(hexs[23:20]), .LE(LEs[5]), .point(points[5]), .segment(seg_data[23:16]));  
    HexToSeg HTS3(.hex(hexs[19:16]), .LE(LEs[4]), .point(points[4]), .segment(seg_data[31:24]));
    HexToSeg HTS4(.hex(hexs[15:12]), .LE(LEs[3]), .point(points[3]), .segment(seg_data[39:32]));
    HexToSeg HTS5(.hex(hexs[11:8]),  .LE(LEs[2]), .point(points[2]), .segment(seg_data[47:40]));
    HexToSeg HTS6(.hex(hexs[7:4]),   .LE(LEs[1]), .point(points[1]), .segment(seg_data[55:48]));
    HexToSeg HTS7(.hex(hexs[3:0]),   .LE(LEs[0]), .point(points[0]), .segment(seg_data[63:56]));
endmodule
module HexToSeg(
    input [3:0] hex,
    input LE,
    input point,
    output [7:0] segment
);
    wire a, b, c, d, e, f, g, p;
    MyMC14495 MSEG(.D3(hex[3]), .D2(hex[2]), .D1(hex[1]), .D0(hex[0]), .LE(LE), .point(point),
        .a(a), .b(b), .c(c), .d(d), .e(e), .f(f), .g(g), .p(p));
    assign segment = {a, b, c, d, e, f, g, p};
endmodule
module MyMC14495(
    input D0, D1, D2, D3,
    input LE,
    input point,
    output reg p,
    output reg a, b, c, d, e, f, g
);
always @(*) 
begin
    case(LE)
        1'b1:begin
            a = 1'b1;
            b = 1'b1;
            c = 1'b1;
            d = 1'b1;
            e = 1'b1;
            f = 1'b1;
            g = 1'b1;
            p = 1'b1;
        end
        1'b0:begin
            a = (~D3 & ~D2 & ~D1 & D0) |
                    (~D3 & D2 & ~D1 & ~D0) |
                    (D3 & ~D2 & D1 & D0) |
                    (D3 & D2 & ~D1 & D0);
            b = (~D3 & D2 & ~D1 & D0) |
                    (~D3 & D2 & D1 & ~D0) |
                    (D3 & ~D2 & D1 & D0) |
                    (D3 & D2 & ~D1 & ~D0) |
                    (D3 & D2 & D1 & ~D0) |
                    (D3 & D2 & D1 & D0);
            c = (~D3 & ~D2 & D1 & ~D0) |
                    (D3 & D2 & ~D1 & ~D0) |
                    (D3 & D2 & D1 & ~D0) |
                    (D3 & D2 & D1 & D0);
            d = (~D3 & ~D2 & ~D1 & D0) |
                    (~D3 & D2 & ~D1 & ~D0) |
                    (~D3 & D2 & D1 & D0) |
                    (D3 & ~D2 & D1 & ~D0) |
                    (D3 & D2 & D1 & D0);
            e = (~D3 & ~D2 & ~D1 & D0) |
                    (~D3 & ~D2 & D1 & D0) |
                    (~D3 & D2 & ~D1 & ~D0) |
                    (~D3 & D2 & ~D1 & D0) |
                    (~D3 & D2 & D1 & D0) |
                    (D3 & ~D2 & ~D1 & D0);
            f = (~D3 & ~D2 & ~D1 & D0) |
                    (~D3 & ~D2 & D1 & ~D0) |
                    (~D3 & ~D2 & D1 & D0) |
                    (~D3 & D2 & D1 & D0) |
                    (D3 & D2 & ~D1 & D0);
            g = (~D3 & ~D2 & ~D1 & ~D0) |
                    (~D3 & ~D2 & ~D1 & D0) |
                    (~D3 & D2 & D1 & D0) |
                    (D3 & D2 & ~D1 & ~D0);
            p = ~point;
        end
    endcase
end
endmodule
module P2S
#(parameter BIT_WIDTH = 8)(
    input clk,
    input start,
    input[BIT_WIDTH-1:0] par_in,
    output sclk,
    output sclrn,
    output sout,
    output EN,
    output finish
);
    wire[BIT_WIDTH:0] Q;
    wire shiftn_loadp;
    SR_Latch SD_Latch_inst(
        .S(start & finish),
        .R(~finish),
        .Q(shiftn_loadp)
    );
    ShiftReg #(.BIT_WIDTH(BIT_WIDTH+1)) ShiftReg_inst(
        .clk(clk),
        .shiftn_loadp(shiftn_loadp),
        .shift_in(1'b1),
        .par_in({1'b0, par_in}),
        .Q(Q)
    );
    assign finish = &Q[BIT_WIDTH:1];
    assign EN = ~start & finish;
    assign sclk = finish | ~clk;
    assign sclrn = 1'b1;
    assign sout = Q[0];
endmodule
module SR_Latch(
    input S,
    input R,
    output Q,
    output Qn
);
    reg Q_reg = 1'b0;
    always @(*) begin
        if(!S && R) Q_reg = 1'b0;
        else if(S && !R) Q_reg = 1'b1;
    end
    assign Q = Q_reg;
    assign Qn = ~Q_reg;
endmodule
 module ShiftReg
 #(parameter BIT_WIDTH = 8)(
     input                 clk,
     input                 shiftn_loadp,
     input                 shift_in,
     input [BIT_WIDTH-1:0] par_in,
     output[BIT_WIDTH-1:0] Q
 );
     reg [BIT_WIDTH-1:0] Q_reg = 0;
     assign Q = Q_reg;
     always @(posedge clk) begin
         if(shiftn_loadp == 1'b0)
             Q_reg <= {shift_in, Q_reg[BIT_WIDTH-1:1]};
         else
             Q_reg <= par_in;
     end
 endmodule
module Sseg_Dev(
    input clk,
    input start,
    input [31:0] hexs,
    input [7:0] points,
    input [7:0] LEs,
    output sclk,
    output sclrn,
    output sout,
    output EN
);
wire[63:0] seg_data;
HexsTo8Seg HT8S(
    .hexs(hexs[31:0]),
    .points(points[7:0]),
    .LEs(LEs[7:0]),
    .seg_data(seg_data)
);
P2S #(.BIT_WIDTH(64)) P2S_inst(
    .clk(clk),
    .start(start),
    .par_in(seg_data),
    .sclk(sclk),
    .sclrn(sclrn),
    .sout(sout),
    .EN(EN)
);
endmodule
==> results.rst <==
Physical design figures
=======================

.. list-table::
   :header-rows: 1

   * - Metric
     - Value
   * - Mapped Avg Cell Area
     - 7.745 µm²
   * - Largest net degree at the start of global routing
     - 52
   * - Final setup vio count
     - 0
   * - Quantity of hold-fixing buffers added after cts
     - 0
   * - Number of cells in the design after placement
     - 627
   * - Final ANT Viol Nets
     - 0
   * - Flip-flop count of the largest register after layout
     - 65
   * - Length of routed met2 wiring
     - 3670 µm
   * - Most used flip-flop cell
     - sky130_fd_sc_hd__dfxtp_1
   * - Floorplan row count
     - 35
   * - Beginning of the critical path
     - P2S_inst.ShiftReg_inst.Q_reg[37]$_DFF_P_
   * - Antenna cell count
     - 0
   * - Area Overhead vs Synth
     - 23.22%
   * - Grt total ovfl
     - 0
   * - Clock transition at path regs
     - 0.07 ns
   * - Class of the tightest hold or removal check
     - register to register
   * - Relative slew margins
     - 49.49%
   * - PnR Total Power
     - 0.002736 W
   * - Crit path DAT
     - 1.81 ns
   * - Global router's overall resource usage
     - 17.52%
   * - Synth Instances
     - 489
   * - Top Layout Cells
     - 80 x sky130_fd_sc_hd__nor2_1, 59 x sky130_fd_sc_hd__dfxtp_1, 50 x sky130_fd_sc_hd__clkdlybuf4s50_1, 48 x sky130_fd_sc_hd__a21oi_1, 30 x sky130_fd_sc_hd__o21ai_0
   * - Tally of max-capacitance violations
     - 0
   * - Number of different library cells in the post-synthesis netlist
     - 45
   * - Leak
     - 1.918 nW
   * - Number of cell instances on the worst register-to-register path
     - 2
   * - Overall via count from detail_route
     - 3537
   * - TritonCTS clock tree
     - yes
   * - Vias in the first global route
     - 3110
   * - First-pass GRT wire length
     - 14060 µm
   * - Number of DRC violations after detailed-routing iteration 0
     - 149
   * - CP max FO
     - 2
   * - Area of the die
     - 9861 µm²
   * - Final Max-Slew Violation Tally
     - 0
   * - Final core occ
     - 50.75%
   * - Share of cells above drive strength 1
     - 11.52%
   * - Required @ worst endpoint
     - 1.84 ns
   * - Endpoint of the most critical setup path
     - EN
   * - Setup total negative slack
     - 0 ns
   * - Aggregate routed wire length
     - 8214 µm
   * - Peak VDD IR
     - 0.4072 mV
   * - Die height
     - 99.31 µm
   * - Initial antenna violation count
     - 0
   * - Nature of the critical path startpoint
     - register
   * - Detailed Routing Iterations Pass 1
     - 5
   * - Async S/R FF share, synth
     - 0%
   * - Worst Max-Slew Pin Slew
     - 0.7577 ns
   * - Count of buffers inserted at the top-level ports
     - 52
   * - Floorplan Core Area
     - 9196 µm²
   * - Summed standard-cell area reported by yosys
     - 3787 µm²
   * - Clk latency late pin
     - 0.44 ns
   * - Floorplan die width
     - 99.31 µm
   * - Most used logic cell in the final layout
     - sky130_fd_sc_hd__nor2_1
   * - Minimum clock period after layout
     - 2.270 ns
   * - Setup repair after global routing missed its margin
     - yes
   * - Launch point of the worst reg-to-reg path
     - P2S_inst.ShiftReg_inst.Q_reg[63]$_DFF_P_
   * - Number of synthesized register bits
     - 66
   * - Count of flip-flops with a built-in enable after synthesis
     - 0
   * - Cell count listed in synth_stat.txt
     - 489
   * - Terminus of the critical flop-to-flop path
     - P2S_inst.ShiftReg_inst.Q_reg[62]$_DFF_P_
   * - Average vias per placed instance
     - 5.450
   * - Post-layout period usage of the worst path
     - 98.68%
   * - FP Util
     - 41.18%
   * - Worst setup path category
     - register to primary output
   * - Met3 wirelength from detailed routing
     - 324 µm
   * - DP Wirelength
     - 5865 µm
   * - Number of logged tool warnings
     - 29
   * - PD cells
     - 586.3 nW/µm²
   * - FF-to-FF setup slack
     - 1.64 ns
   * - Average wire per cell in the routed design
     - 12.66 µm
   * - Count of endpoints without a timing constraint
     - 2
   * - Post-route DRC violation count
     - 0
   * - Layout Skew
     - 0.007366 ns
   * - Post-synthesis cell area
     - 3787 µm²
   * - Endpoint class of the critical path
     - primary output
   * - Met1 WL
     - 4169 µm
   * - Timing-limited maximum frequency
     - 0.4406 GHz
   * - Synthesis Warnings
     - 3
   * - Placer's final routability congestion estimate
     - 0.8415
   * - Number of hold violations in the final report
     - 0
   * - Filler-free cell count of the finished design
     - 649
   * - Boundary pin count
     - 54
   * - Count of unclocked register or latch pins
     - 1
   * - Fillers
     - 873
   * - Run status
     - completed
   * - Uppermost routed layer
     - met4
-- area by class of cell --
| class | instances | area, µm² | share of cell area, % |
|---|---|---|---|
| clock buffer | 14 | 191.4 | 4.102 |
| clock inverter | 6 | 90.09 | 1.930 |
| inverter | 26 | 97.59 | 2.091 |
| multi-input combinational | 354 | 2153 | 46.14 |
| sequential | 66 | 1325 | 28.39 |
| tap | 111 | 138.9 | 2.976 |
| timing repair buffer | 72 | 670.6 | 14.37 |
-- logic make-up (layout without fill, tap and decap cells) --
kind of cell	after synthesis	count (layout)	share of synthesized area, %
latches	1	1	0.3963
other	1	1	0.09901
buffers and inverters	69	118	9.085
multiplexers	6	6	1.784
adder cells (fa/ha/maj)	3	3	0.7929
flip-flops	65	65	34.36
AND-OR/OR-AND	161	161	28.18
XOR/XNOR	14	14	3.238
AND/OR/NAND/NOR	169	169	22.07
-- worst max-delay path: stages (launching register included) --
cell	delay, ns
sky130_fd_sc_hd__dfxtp_1	0.34
sky130_fd_sc_hd__nand4_1	0.12
sky130_fd_sc_hd__nor4_2	0.35
sky130_fd_sc_hd__nand4_1	0.17
sky130_fd_sc_hd__buf_4	0.19
sky130_fd_sc_hd__nor2_4	0.11
sky130_fd_sc_hd__dlymetal6s2s_1	0.10
-- routing by layer --
metal	up-vias	track usage [%]
li1	1859	-
met3	5	3.931
met1	1610	27.15
met2	63	26.44
met5	-	0
met4	0	1.697
-- Yosys cell counts, drive strengths merged, types with 3 or more instances --
library cell / instances / share of area [%]
mux2: 6 / 1.8
o22a: 10 / 2.3
nand4: 17 / 2.8
o21bai: 4 / 0.79
nand2b: 12 / 2.0
o211ai: 4 / 0.79
dfxtp: 65 / 34
nor2b: 4 / 0.66
buf: 38 / 5.9
nor3b: 8 / 1.6
nor2: 81 / 8.0
or3b: 10 / 2.4
a21oi: 48 / 6.3
nor3: 3 / 0.40
xor2: 9 / 2.1
a311oi: 4 / 0.92
clkbuf: 5 / 0.59
o21a: 4 / 0.79
maj3: 3 / 0.79
nand2: 22 / 2.2
o32a: 7 / 1.9
xnor2: 5 / 1.2
a221oi: 28 / 6.5
a31oi: 12 / 2.0
inv: 26 / 2.6
o21ai: 33 / 4.5
nor4: 5 / 0.83
-- stage by stage --
step	cell area (µm²)	setup slack (ns)	hold slack (ns)
after detailed placement	4337	0.1016	0.4385
final	4667	0.03037	0.4512
after global routing	4667	-0.05642	0.4851
after floorplan	3787	0.6734	0.4273
after global placement	4337	0.1194	0.4364
after CTS	4638	-0.2675	0.4531
-- worst min path at each step --
| stage | startpoint | end | slack, ns | cells after the start |
|---|---|---|---|---|
| final | P2S_inst.ShiftReg_inst.Q_reg[62]$_DFF_P_ | P2S_inst.ShiftReg_inst.Q_reg[61]$_DFF_P_ | 0.45 | 1 |
| after global routing | P2S_inst.ShiftReg_inst.Q_reg[62]$_DFF_P_ | P2S_inst.ShiftReg_inst.Q_reg[61]$_DFF_P_ | 0.49 | 1 |
| after CTS | P2S_inst.ShiftReg_inst.Q_reg[62]$_DFF_P_ | P2S_inst.ShiftReg_inst.Q_reg[61]$_DFF_P_ | 0.45 | 1 |
-- power by group --
group / switching [W] / total, W / internal [W]
Sequential: 0 / 0.00112 / 0.00112
Combinational: 0.000183 / 0.000368 / 0.000185
Clock: 0.000464 / 0.00124 / 0.000779
-- repair_timing --
action	in CTS	in global routing
setup buffers	1	2
endpoints found under the hold margin	0	0
pin swaps	1	5
resized	7	6
cloned	0	0
setup endpoints to repair	3	3
Power is estimated from default activity; no workload was simulated.
